==> /design/flow/constraint.sdc <==
current_design ex_stage

set clk_period 35.8
set clk_io_pct 0.2

create_clock -name clk0 -period $clk_period

set non_clock_inputs [all_inputs -no_clocks]
set_input_delay [expr $clk_period * $clk_io_pct] -clock clk0 $non_clock_inputs
set_output_delay [expr $clk_period * $clk_io_pct] -clock clk0 [all_outputs]
==> /design/flow/config.mk <==
export PLATFORM = sky130hd
export DESIGN_NAME = ex_stage
export DESIGN_NICKNAME = ex_stage
export VERILOG_FILES = /design/flow/design.v
export SDC_FILE = /design/flow/constraint.sdc
export NUM_CORES = 4
export LEC_CHECK = 1
export CORE_UTILIZATION = 30
==> /design/flow/run.sh <==
#!/bin/bash
# OpenROAD 26Q1-2900-gdf79404cd8, Yosys 0.63+post, stock flow scripts
make -C /OpenROAD-flow-scripts/flow DESIGN_CONFIG=/design/flow/config.mk WORK_HOME=/design/flow/orfs finish
==> /design/flow/design.v <==
module alu #(parameter N=32)
				(input  logic [N-1:0] a, b,
				 input  logic         aluFunc,
				 output logic [N-1:0] result,
				 output logic         Z, C);
	logic 		  cout;
	logic [N-1:0] result_sum;
	logic [N-1:0] result_mux_not;
	always_comb begin
		if (aluFunc == 1'b0) begin
			{cout, result_sum} <= a + b;
		end
		else begin
		   {cout, result_sum} <= a - b;
		end
	end
	assign C = cout;
	assign Z = &(~result_sum);
	assign result = result_sum;
endmodule  
module ex_stage #(parameter N=32)
				     (input  logic [N-1:0] rda, rdb, extended,
						input  logic         alu_func, opb_selector,
				      output logic [N-1:0] alu_result,
						output logic         Z, C);
	logic [N-1:0] operand_b;
	opb_mux #(32) opb_mux_instance(rdb, extended, opb_selector, operand_b);
	alu     #(32) alu_instance(rda, operand_b, alu_func, alu_result, Z, C);
endmodule  
module opb_mux #(parameter N=32)
				   (input  logic [N-1:0] rdb, extended,
					 input  logic         opb_selector,
				    output logic [N-1:0] selected_opb);
	logic [N-1:0] result;
	always_comb begin
		if (opb_selector == 1'b0) begin
			result <= rdb;
		end
		else begin
		   result <= extended;
		end
	end
	assign selected_opb = result;
endmodule  
==> notes.md <==
The synthesis and PnR run went through. The chip occupies 10,800 sq um. Highest attainable clock frequency landed at 49.8 MHz. Data required time of the critical path landed at 28.64 ns. Violation count after the first detailed-route iteration landed at 120. Looking at the post-CTS report, the setup buffer insertion count equals 0. In this run the worst path has a maximum fanout of 58. At the end of routability-driven placement, the weighted congestion stood at a little over 0.9.

Measured slew at the worst slew-check pin landed at 0.839 ns. Port buffering added 132 buffers. The synthesized netlist was found by Yosys to have 455 cells. In the layout the commonest cells are sky130_fd_sc_hd__clkdlybuf4s50_1, sky130_fd_sc_hd__a21oi_1, sky130_fd_sc_hd__nor2_1. Final-layout setup total negative slack landed at 0 ns. The number of global-route vias before repair came to 3,388. The library cell used most frequently in the layout, excluding fill and tap cells, is sky130_fd_sc_hd__clkdlybuf4s50_1. For this design, the CTS-stage hold fixing added 0 buffers.

The highest supply drop recorded on VDD is 9.91 uV. Relative to the synthesized area, the layout overhead comes to 45.5%. Share of post-route cells with drive strength above 1 landed at 4.18%.

Number of endpoints failing setup at the final stage landed at 0. Average via count per standard cell landed at 5.24. Final routed wire length divided by cell count landed at 14.9 um. Count of sequential standard cells landed at 0. Entering global routing, the biggest net connects 59 pins. Per STA, the worst path is made up of buf_2 > buf_4 > mux2i_1 > o21ai_0 > nor4_1 > and3_1 > nand2_1 > nand2_1 > xnor2_1 > ha_1 > a21oi_1 > o21ai_0 > o22a_1 > mux2_2 > a311oi_1 > o211ai_1 > nor4_2 > nand4b_1 > nor4bb_1 > clkdlybuf4s50_1. Summed over all layers, the global routing overflow is 0. After synthesis, the netlist uses 64 different library cells. Yosys chip area landed at 3130 sq um.

The warning tally printed by Yosys for this design is 2. Height of the die landed at 104 um. Max-capacitance violation count landed at 0. Checking hold timing, the worst path is listed with class in2out. The worst path needs 20.09 ns of the cycle, external delays included.

The finished cells cover 4550 sq um. Estimated wirelength of the detail-placed design landed at 9.27 mm. Per the summary, power density relative to cell area is 26.2 nW/um^2. The run finished with clean final reports.

Data arrival time of the critical path landed at 12.93 ns. The die is 104 um wide. Number of routed nets with antenna violations landed at 0. STA classifies the critical path endpoint as an output pin. In this run, post-CTS repair resized a total of 0 instances.

The worst setup path is of the in2out kind. Initial antenna violation count landed at 0. Total vias in the final route landed at 3,706. Across all checked pins, the minimum headroom to the slew limit is 43.4%. Across all stage logs, warnings added up to 32. Number of failing hold endpoints at the final stage landed at 0. Final critical-path share of the clock period landed at 56.1%. Share of synthesized area occupied by flip-flops and latches landed at 0%. Maximum single-stage delay on the critical path landed at 0.73 ns.

After floorplanning, the core was divided into 36 placement rows. The leakage power in the latest report is 0.00185 uW. Area used by multi-input combinational logic landed at around 3000 sq um. Setup repair after global routing left no endpoint under its margin. In this run the cell area of the synthesized design comes to 3130 sq um. Pins over their slew limit in the final report were tallied at 0. Gate count of the mapped netlist landed at 455. Total global routing track utilization landed at 19.2%. roughly 130 I/O pins were placed. Core region area landed at 9950 sq um. Detailed-route wire length landed at 10.5 mm.

The routed design ends up with an antenna cell count of 0. Count of clock-net buffers in the final layout landed at 0. Mean instance size in the synthesized netlist landed at 6.87 sq um. The first global-routing pass estimated between 15 and 20 mm of wire. Among all stages on the critical path, the largest delay is contributed by sky130_fd_sc_hd__nor4_1. The routed layout reports a DRC error count of 0. Detailed placement reports a standard cell area of about 4500 sq um.

Number of cells on the worst hold path landed at 5. Final-layout fill cell count landed at 1,015. STA classifies the critical path startpoint as an input port. Total iterations of the first detailed-routing run landed at 4. Floorplan core density landed at 31.4%. Sequential standard cell area landed at 0 sq um.
-- worst max-delay path, delay by kind of cell --
family / cells / cell delay (ns)
adders and majority gates: 1 / 0.38
buffers and inverters: 3 / 1.12
xor gates and xnor gates: 1 / 0.09
AOI/OAI and AO/OA: 6 / 1.44
muxes: 2 / 0.70
and+or+nand+nor: 7 / 2.01
-- cell usage after synthesis, types with 6 or more instances --
library cell	number	area, sq um
sky130_fd_sc_hd__ha_1	33	413
sky130_fd_sc_hd__o21ai_0	33	165
sky130_fd_sc_hd__nor2_1	35	131
sky130_fd_sc_hd__nand4_1	8	50.1
sky130_fd_sc_hd__nand2_1	30	113
sky130_fd_sc_hd__a31oi_1	12	75.1
sky130_fd_sc_hd__a21o_1	10	75.1
sky130_fd_sc_hd__a21oi_1	45	225
sky130_fd_sc_hd__mux2i_1	24	240
sky130_fd_sc_hd__nand2b_1	10	62.6
sky130_fd_sc_hd__nor3_1	17	85.1
sky130_fd_sc_hd__nor3b_1	12	90.1
sky130_fd_sc_hd__xnor2_1	19	166
sky130_fd_sc_hd__xor2_1	31	272
sky130_fd_sc_hd__o21a_1	7	52.6
sky130_fd_sc_hd__clkbuf_1	8	30.0
sky130_fd_sc_hd__nand3_1	6	30.0
sky130_fd_sc_hd__inv_1	19	71.3
-- metal layers --
layer | vias to the layer above | track usage, % | share of wire, % | wire (um)
met5 | - | 0 | 0 | 0
met4 | 0 | 1.22 | 0.72 | 76
met3 | 6 | 0.447 | 4.1 | 429
met2 | 93 | 29.1 | 43 | 4570
met1 | 1646 | 31.3 | 52 | 5460
li1 | 1961 | - | - | -
-- cell type report --
| class | count | area share [%] |
|---|---|---|
| Inverter | 19 | 1.57 |
| Multi-Input combinational cell | 419 | 65.2 |
| Timing Repair Buffer | 136 | 29.6 |
| Tap cell | 133 | 3.66 |
-- path summary, 6_finish.rpt --
kind / from / end / slack (ns)
max: opb_selector / Z / 15.71
min: rda[0] / alu_result[0] / 15.32
-- power by group --
part / switching, uW / total (uW) / internal (uW)
combinational: 55.1 / 119 / 64.2
clock: 0 / 0 / 0
sequential: 0 / 0 / 0
total: 55.1 / 119 / 64.2
-- stage by stage --
| stage | cells | total power [uW] | setup WS, ns | hold WS, ns | utilization (%) |
|---|---|---|---|---|---|
| global placement | 707 | 118 | 15.87 | 15.33 | 45.7 |
| detailed placement | 707 | 119 | 15.66 | 15.33 | 45.7 |
| global route | 707 | 131 | 15.12 | 15.36 | 45.7 |
| finish | 707 | 119 | 15.71 | 15.32 | 45.7 |
| CTS | 707 | 119 | 15.68 | 15.33 | 45.7 |
| floorplan | 455 | 64.6 | 16.13 | 14.45 | - |
-- cells by family after synthesis --
logic type / Yosys count / share of synthesized area (%)
buffers and inverters: 36 / 5.20
AND-OR/OR-AND: 150 / 30.9
AND/OR/NAND/NOR: 156 / 26.6
adder cells (fa/ha/maj): 34 / 13.9
multiplexers: 29 / 9.49
XOR/XNOR: 50 / 14.0
Power and IR drop assume default switching activity.
