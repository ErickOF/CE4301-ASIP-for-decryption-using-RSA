<file path="design/flow/run.sh">
#!/bin/bash
# OpenROAD 26Q1-2900-gdf79404cd8, Yosys 0.63+post, stock flow scripts
make -C /OpenROAD-flow-scripts/flow DESIGN_CONFIG=/design/flow/config.mk WORK_HOME=/design/flow/orfs finish
</file>
<file path="design/flow/config.mk">
export PLATFORM = sky130hd
export DESIGN_NAME = vga_controller
export DESIGN_NICKNAME = vga_controller
export VERILOG_FILES = /design/flow/design.v
export SDC_FILE = /design/flow/constraint.sdc
export NUM_CORES = 4
export LEC_CHECK = 1
export CORE_UTILIZATION = 30
</file>
<file path="design/flow/constraint.sdc">
current_design vga_controller

set clk_period 2.2
set clk_io_pct 0.2

create_clock -name clk0 -period $clk_period [get_ports {clk}]

set non_clock_inputs [all_inputs -no_clocks]
set_input_delay [expr $clk_period * $clk_io_pct] -clock clk0 $non_clock_inputs
set_output_delay [expr $clk_period * $clk_io_pct] -clock clk0 [all_outputs]
</file>
<file path="design/flow/design.v">
module comparator #(parameter N=9)
                   (input  logic [N-1:0]  value1, value2,
                    output logic          lower, greater, equal);
	assign lower   = value1 < value2  ? 1'b1 : 1'b0;
	assign greater = value1 > value2  ? 1'b1 : 1'b0;
	assign equal   = value1 == value2 ? 1'b1 : 1'b0;
endmodule  
module counter #(parameter MAX=320)
                (input  logic clk, reset,
                 output logic [int'($clog2(MAX)):0] value);
	always_ff @(posedge clk, posedge reset) begin
		if (reset) begin
			value <= 10'b0;
		end
		else begin
			value <= value + 10'b1;
		end
	end
endmodule  
module vga_controller (input  logic       clk, rst,
                       output logic       h_sync, v_sync, blank_n,
							  output logic [9:0] posx, posy);
	const logic [9:0] H_SYNC_A = 10'd95;
	const logic [9:0] H_BACK_PORCH_B = 10'd48;  
	const logic [9:0] H_DISPLAY_C = 10'd635;
	const logic [9:0] H_FRONT_PORCH_D = 10'd15;
	const logic [9:0] H_SYNC = H_SYNC_A;
	const logic [9:0] H_SCR = H_SYNC_A + H_BACK_PORCH_B;
	const logic [9:0] H_TOTAL = H_SYNC_A + H_BACK_PORCH_B + H_DISPLAY_C + H_FRONT_PORCH_D;
	const logic [9:0] V_SYNC_A = 10'd2;
	const logic [9:0] V_UP = 10'd33;
	const logic [9:0] V_DISPLAY = 10'd480;
	const logic [9:0] V_DOWN = 10'd10;
	const logic [9:0] V_SYNC = V_SYNC_A + 10'd1;
	const logic [9:0] V_SCR = V_UP + V_SYNC_A;
	const logic [9:0] V_TOTAL = V_SYNC_A + V_UP + V_DISPLAY + V_DOWN + 10'd1;
	logic rsth, rstv, rsth2, rstv2;
	logic h_sync_temp, v_sync_temp;
	logic [9:0] hcount;
	logic [9:0] vcount;
	always_comb begin
		rsth2 = rsth | rst;
		rstv2 = rstv | rst;
	end
	counter #(788) h_counter(clk, rsth2, hcount);
	counter #(525) v_counter(rsth, rstv2, vcount);
	comparator #(10) hmin_comparator(.value1(hcount), .value2(H_SCR), .lower(), .greater(h_sync_temp), .equal());
	comparator #(10) hmax_comparator(.value1(hcount), .value2(H_TOTAL), .lower(), .greater(), .equal(rsth)); 
	comparator #(10) vmin_comparator(.value1(vcount), .value2(V_SCR), .lower(), .greater(v_sync_temp), .equal());
	comparator #(10) vmax_comparator(.value1(vcount), .value2(V_TOTAL), .lower(), .greater(), .equal(rstv));
	assign h_sync  = h_sync_temp;
	assign v_sync  = v_sync_temp;
	assign blank_n = h_sync_temp & v_sync_temp;
	assign posx    = hcount > H_SCR ? (hcount - H_SCR) : 10'b0;
	assign posy    = vcount > V_SCR ? (vcount - V_SCR) : 10'b0;
endmodule  
</file>
==> out/qor.csv <==
stage;metric;value;unit
outcome;run status;finished, violations left;
outcome;violations in the final reports;negative setup slack;
logic_synthesis;netlist area before placement;1270;um^2
clock_tree;clock tree from TritonCTS;built;
hold_path;WHS Path Cells;2;
die;# rows;23;
pwr;areal power density over the cells;250;nW/um^2
clock_tree;maximum level of the CTS H-tree;1;
layout;fillers;385;
sta;count of endpoints without a timing constraint;21;
worst_setup_path;worst r2r path cells;5;
pwr;net switching share of the total power;0.184;
route;met2 routed wirelength;1.25;mm
route;routed wire length;2.62;mm
pwr;Reg power frac;0.435;
layout;area growth from synthesis to layout;33.5;%
pwr;Tot Pwr;424;uW
clock_tree;TritonCTS buffer count;3;
die;total I/O pin count;25;
sta;worst clock skew;0.00242;ns
worst_setup_path;R2R setup slack;0.82;ns
sta;fin worst setup slack;-0.120;ns
sta;post-route minimum period;2.32;ns
worst_setup_path;required time reported for the critical path endpoint;1.76;ns
sta;post-layout period usage;1.05;
die;floorplan die area;4500;um^2
route;antenna cells;0;
pwr;Max VDD drop;0.224;mV
global_route;via count of the first global-routing pass;990;
die;area of the core;4030;um^2
layout;layout cell share with drive strength beyond 1;0.185;
logic_synthesis;Post-Syn Instances;135;
route;vias per std cell;4.76;
clock_tree;clock insertion delay at the later pin of the skew report;0.23;ns
logic_synthesis;biggest area contributors in the synthesized netlist;sky130_fd_sc_hd__dfrtn_1, sky130_fd_sc_hd__dfrtp_1, sky130_fd_sc_hd__xnor2_1;
layout;area of all placed cells without fillers;1700;um^2
pwr;switching pwr;78.0;uW
clock_tree;clock transition at the registers of the reported paths;0.05;ns
clock_tree;number of buffers on the longest clock path;2;
hold_path;end point of the most critical hold path;h_counter.value[0];
route;violation tally from detailed-route iteration zero;65;
layout;Layout Utilization;0.421;
route;DRC violations left;0;
worst_setup_path;startpoint kind of the worst setup timing path;flop;
global_route;number of antenna violations at the first check in global routing;0;
flow_run;tally of OpenROAD warnings;29;
worst_setup_path;terminus of the critical flop-to-flop path;h_counter.value[8];
die;die outline width;67.1;um
sta;Slew HR;0.699;
place;placer congestion estimate;0.890;
route;wire length on met1;1.27;mm
worst_setup_path;startpoint of the worst register-to-register path;h_counter.value[0];
die;Core Util at FP;0.316;
global_route;pin count of the biggest net entering global routing;12;
sta;measured slew at the worst slew-check pin;0.445;ns
global_route;overall overflow remaining after global route;0;
place;post-placement worst setup slack;0.0459;ns
route;Max Used Layer;met3;
global_route;global-route wire length before repair;4.46;mm
clock_tree;clock root buffer;sky130_fd_sc_hd__clkbuf_8;
worst_setup_path;arrival time worst endpoint;1.88;ns
logic_synthesis;Registers, synthesis;20;
worst_setup_path;endpoint type of the worst setup path;primary output;
logic_synthesis;cell taking the most area after synthesis;sky130_fd_sc_hd__dfrtn_1;
sta;RSZ-0062 raised after global routing;true;
pwr;part of the power in the clock network;0.535;
global_route;all-layer global routing usage;0.131;
hold_path;Min-Delay Startpoint;h_counter.value[0];
logic_synthesis;mean cell area of the mapped netlist;9.42;um^2
sta;register pins left without a clock;10;
pwr;part of the power in combinational logic;0.030;
layout;most frequently placed logic cell in the final layout;sky130_fd_sc_hd__xnor2_1;
die;die height;67.1;um
logic_synthesis;sequential-to-total area share from yosys stat;0.394;
place;port bufs;24;
sta;Hold Violations, Final;0;
worst_setup_path;Worst Setup Path Type;reg2out;
worst_setup_path;maximum fanout count along the critical path;9;
sta;total of endpoints with negative setup slack in the final report;6;
logic_synthesis;Warnings, synthesis;25;
logic_synthesis;total cell area reported by yosys after synthesis;1270;um^2
sta;max-slew violation count;0;
route;antenna violation net count after detailed routing;0;
place;detailed-placement wirelength estimate;1.88;mm
place;Post-Place Cell Area;1600;um^2
sta;Max Fclk;431;MHz
hold_path;Worst Hold Class;reg2reg;
flow_run;number of violations of the max-capacitance limit;0;
pwr;leakage power;0.818;nW
route;total iterations of the first detailed-routing run;4;
logic_synthesis;share of Yosys cell area claimed by the top area cell type;0.197;
pwr;internal power of the cells;346;uW
clock_tree;number of hold buffers added after cts;0;
layout;most frequent cells in the layout;sky130_fd_sc_hd__xnor2_1, sky130_fd_sc_hd__nor2_1, sky130_fd_sc_hd__clkdlybuf4s50_1, sky130_fd_sc_hd__buf_4;
route;average wire per standard cell;12.0;um
logic_synthesis;number of distinct standard cells referenced by the synthesized netlist;37;
route;met3 routed WL;98;um
route;total via count in the routed design;1037;
logic_synthesis;cell count in the Yosys report;135;
==> cells in the mapped netlist <==
master,instances
sky130_fd_sc_hd__nand3b_1,1
sky130_fd_sc_hd__o31ai_1,2
sky130_fd_sc_hd__nor3_2,1
sky130_fd_sc_hd__clkbuf_1,3
sky130_fd_sc_hd__a211oi_4,1
sky130_fd_sc_hd__or3_1,1
sky130_fd_sc_hd__nand3_1,6
sky130_fd_sc_hd__nand4_1,3
sky130_fd_sc_hd__buf_2,5
sky130_fd_sc_hd__nand2_1,7
sky130_fd_sc_hd__and2_0,1
sky130_fd_sc_hd__xor2_1,3
sky130_fd_sc_hd__nor4_2,1
sky130_fd_sc_hd__and3_1,5
sky130_fd_sc_hd__buf_6,2
sky130_fd_sc_hd__xnor2_1,16
sky130_fd_sc_hd__o21ai_0,2
sky130_fd_sc_hd__and4_1,1
sky130_fd_sc_hd__dfrtp_1,10
sky130_fd_sc_hd__or3_4,1
sky130_fd_sc_hd__dfrtn_1,10
sky130_fd_sc_hd__a41oi_1,1
sky130_fd_sc_hd__nor3_1,4
sky130_fd_sc_hd__or4_1,1
sky130_fd_sc_hd__a2111o_1,1
sky130_fd_sc_hd__o41ai_2,1
sky130_fd_sc_hd__a21boi_0,1
sky130_fd_sc_hd__nand4b_1,1
sky130_fd_sc_hd__nor2_1,15
sky130_fd_sc_hd__nor2b_1,3
sky130_fd_sc_hd__o21a_1,2
sky130_fd_sc_hd__ha_1,4
sky130_fd_sc_hd__and2_1,1
sky130_fd_sc_hd__nand2b_1,1
sky130_fd_sc_hd__inv_1,9
sky130_fd_sc_hd__mux2_2,4
sky130_fd_sc_hd__a21oi_1,4
==> timing repair <==
item | in CTS | in global routing
cloned | 0 | 0
resized | 13 | 5
setup endpoints to repair | 12 | 11
buffers inserted | 2 | 3
pin swaps | 3 | 1
==> state kept, by name (all words and copies together), names as in the netlist <==
name             count
h_counter.value     10
v_counter.value     10
==> through the flow <==
stage          cells  TNS [ns]  hold WS (ns)
6_report         218    -0.514         0.554
2_1_floorplan    135         0         0.473
4_1_cts          215    -0.632         0.556
3_3_place_gp     209         0         0.530
5_1_grt          218    -0.782         0.586
3_5_place_dp     209         0         0.545
==> critical path: stages (launching register included) <==
cell,delay [ns]
sky130_fd_sc_hd__dfrtp_1,0.37
sky130_fd_sc_hd__or3_4,0.43
sky130_fd_sc_hd__a211oi_4,0.25
sky130_fd_sc_hd__buf_12,0.15
sky130_fd_sc_hd__nor2_1,0.05
sky130_fd_sc_hd__clkdlybuf4s50_1,0.39
==> cell type report <==
class                   count  area [um^2]  area share
multi-input cells          96          688       0.406
flip-flops and latches     20          500       0.295
repair buffers             39          357       0.210
well taps                  50         62.6      0.0369
clock buffers               4         55.1      0.0324
inverters                   9         33.8      0.0199
==> worst max-delay path by stage <==
stage                              start  endpoint  slack (ns)  cells past startpoint
after global routing  h_counter.value[5]   posx[1]       -0.16                      5
after CTS             h_counter.value[5]   posx[3]       -0.14                      5
final                 h_counter.value[5]   posx[1]       -0.12                      5
==> metal layers <==
| layer | vias to the layer above | track usage |
|---|---|---|
| li1 | 520 | - |
| met1 | 492 | 0.190 |
| met2 | 25 | 0.218 |
| met3 | 0 | 0.0139 |
| met4 | 0 | 0.0133 |
| met5 | - | 0 |
==> power groups by stage <==
stage	logic [mW]	clock network [mW]	registers (mW)
after CTS	0.0133	0.232	0.184
after global routing	0.0145	0.242	0.184
final	0.0128	0.227	0.184
==> logic make-up after synthesis <==
family	synth area share
multiplexers	0.0354
XOR/XNOR	0.131
flip-flops	0.394
AND/OR/NAND/NOR	0.230
buffers and inverters	0.0728
AND-OR/OR-AND	0.0974
adder cells (fa/ha/maj)	0.0394
Power is estimated from default activity; no workload was simulated.
