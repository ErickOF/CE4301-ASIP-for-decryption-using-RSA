[config.mk]
export PLATFORM = sky130hd
export DESIGN_NAME = if_stage
export DESIGN_NICKNAME = if_stage
export VERILOG_FILES = /design/flow/design.v
export SDC_FILE = /design/flow/constraint.sdc
export NUM_CORES = 4
export LEC_CHECK = 1
export CORE_UTILIZATION = 40
[constraint.sdc]
current_design if_stage

set clk_period 7.1
set clk_io_pct 0.2

create_clock -name clk0 -period $clk_period [get_ports {clk}]

set non_clock_inputs [all_inputs -no_clocks]
set_input_delay [expr $clk_period * $clk_io_pct] -clock clk0 $non_clock_inputs
set_output_delay [expr $clk_period * $clk_io_pct] -clock clk0 [all_outputs]
[design.v]
module adder #(parameter N=32)
				(input  logic [N-1:0] a, b,
				 output logic [N-1:0] result);
	logic [N-1:0] result_sum;
	always_comb begin
		result_sum <= a + b;
	end
	assign result = result_sum;
endmodule  
module if_stage #(parameter N=32)
				     (input  logic         clk, reset,
					   input  logic [N-1:0] jmp_pc,
					   input  logic         pc_selector,
				      output logic [N-1:0] pc);
	logic [N-1:0] pc_plus4;
	logic [N-1:0] pc_reg;
	pc_ff  #(32) pc_ff_instance(clk, reset, pc_plus4, pc_reg);
	pc_mux #(32) pc_mux_instance(pc_reg, jmp_pc, pc_selector, pc);
	adder  #(32) adder_instance(pc, 32'b100, pc_plus4);
endmodule  
module pc_ff #(parameter N=32)
              (input  logic clk, reset,
               input  logic [N-1:0] current_pc,
               output logic [N-1:0] next_pc);
always_ff @(posedge clk, posedge reset)
	if (reset) begin
		next_pc <= 0;
	end
	else begin
		next_pc <= current_pc;
	end
endmodule  
module pc_mux #(parameter N=32)
				   (input  logic [N-1:0] pc, jmp_pc,
					 input  logic         pc_selector,
				    output logic [N-1:0] selected_pc);
	logic [N-1:0] result;
	always_comb begin
		if (pc_selector == 1'b0) begin
			result <= pc;
		end
		else begin
		   result <= jmp_pc;
		end
	end
	assign selected_pc = result;
endmodule  
[run.sh]
#!/bin/bash
# OpenROAD 26Q1-2900-gdf79404cd8, Yosys 0.63+post, stock flow scripts
make -C /OpenROAD-flow-scripts/flow DESIGN_CONFIG=/design/flow/config.mk WORK_HOME=/design/flow/orfs finish
==> load_flow_metrics.sql <==
-- implementation run metrics
INSERT INTO impl_metrics (metric_group, metric, value, unit) VALUES
('floorplanning', 'floorplan.die.height', '75.6', 'um'),
('power', 'p_leak', '0.00120', 'uW'),
('synthesis', 'post_synth_inst_count', '206', ''),
('sta', 'achievable-frequency', '216', 'MHz'),
('run', 'tool_warnings', '25', ''),
('synthesis', 'synth.area.top_cells', 'dfrtp_1 37%, mux2_2 12%, xnor2_1 6.5%, xor2_1 4.9%, nand3_1 4.2%', ''),
('global_route', 'global_route.overflow_total', '0', ''),
('global_route', 'grt_busiest_layer', 'met1', ''),
('synthesis', 'synthesis.yosys.warnings', '3', ''),
('detailed_routing', 'drtIter0Drc', '72', ''),
('final_layout', 'final_core_util', '56.7', '%'),
('floorplanning', 'fp_util', '41.9', '%'),
('cts', 'cts.hold.buffers_added', '0', ''),
('detailed_routing', 'detailroute.via_count', '1771', ''),
('synthesis', 'synthFlopType', 'dfrtp_1', ''),
('cts', 'numCtsBuffers', '5', ''),
('critical_path', 'worstPathArrival', '3.21', 'ns'),
('synthesis', 'avgSynthCellArea', '10.5', 'um2'),
('global_route', 'global_route.usage.total', '19.0', '%'),
('outcome', 'outcome', 'completed', ''),
('sta', 'setup-violations-final', '0', ''),
('synthesis', 'ys_seq_share', '37.0', '%'),
('sta', 'final_min_period_over_clock_period', '65.2', '%'),
('global_route', 'grt.met2_usage', '27.1', '%'),
('critical_path', 'reg2reg_depth', '8', ''),
('placement', 'io_buffer_count', '66', ''),
('synthesis', 'synth.ff_latch_count', '32', ''),
('synthesis', 'enable_flop_cells', '0', ''),
('detailed_routing', 'final_antenna_net_count', '0', ''),
('placement', 'post-dp-hpwl', '3.67', 'mm'),
('placement', 'dp_slack', '2.47', 'ns'),
('run', 'timing.max_cap.violations', '0', ''),
('global_route', 'global_route.usage.met1', '31.8', '%'),
('detailed_routing', 'drc', '0', ''),
('sta', 'hold_viol_final', '0', ''),
('synthesis', 'synth_top_cell_by_area', 'dfrtp_1', ''),
('critical_path', 'crit_path_drt', '5.68', 'ns'),
('sta', 'final.setup.worst_slack', '2.47', 'ns'),
('min_path', 'min_delay_path_depth', '1', ''),
('critical_path', 'crit_path_end_kind', 'output pin', ''),
('critical_path', 'timing.critical_path.fanout_max', '44', ''),
('cts', 'clock_tree.htree_level_count', '2', ''),
('sta', 'totalNegativeSetupSlack', '0', 'ns'),
('global_route', 'antenna_found_initial', '0', ''),
('sta', 'worst-slew-pin-transition', '0.560', 'ns'),
('critical_path', 'kind_of_critical_path', 'input pin to output pin', ''),
('synthesis', 'post_synth_most_frequent_cells', '32 x dfrtp_1, 23 x mux2_2, 19 x nand2_1, 18 x nand3_1, 16 x xnor2_1', ''),
('floorplanning', 'die_width', '75.6', 'um'),
('global_route', 'first_pass_grt_wire_length', '8.06', 'mm'),
('final_layout', 'syn2layout_area_growth', '35.4', '%'),
('detailed_routing', 'firstDrtPassIters', '4', ''),
('cts', 'clock-sinks', '32', ''),
('synthesis', 'synth.cell_area', '0.00217', 'mm2'),
('sta', 'skew', '0.00446', 'ns'),
('min_path', 'worst_hold_path_type', 'flop to flop', ''),
('sta', 'grt_setup_unrepaired', 'no', ''),
('cts', 'tritoncts_clock_tree', 'built', ''),
('global_route', 'grt_pass1_vias', '1664', ''),
('global_route', 'grt_max_degree', '45', ''),
('cts', 'cts_post_setup_buffers_inserted', '0', ''),
('cts', 'clk_pin_slew', '0.06', 'ns'),
('critical_path', 'category_of_the_worst_setup_path_launch_point', 'input pin', ''),
('power', 'fin_total_pwr', '515', 'uW'),
('cts', 'postCtsResizedCells', '0', ''),
('final_layout', 'top_regs', 'pc_ff_instance.next_pc: 32 flops', ''),
('synthesis', 'synthArstFlopShare', '100', '%'),
('floorplanning', 'design.die.area', '0.00571', 'mm2'),
('synthesis', 'post-synth-top-count-cell', 'dfrtp_1', ''),
('floorplanning', 'design.portCount', '67', ''),
('cts', 'clock_insertion_delay_worst_skew', '0.28', 'ns'),
('placement', 'gp_routability_congestion', '0.814', '');
-- critical path, stage by stage --
cell and delay (ns):
buf_2 0.45, buf_4 0.49, mux2_2 0.41, clkdlybuf4s50_1 0.42
-- worst paths after layout --
path                       slack [ns]                      start                          to
min in group asynchronous        1.53                      reset   pc_ff_instance.next_pc[0]
min reg2reg                      0.48  pc_ff_instance.next_pc[2]   pc_ff_instance.next_pc[2]
max                              2.47                pc_selector                      pc[14]
max in group asynchronous        5.27                      reset  pc_ff_instance.next_pc[20]
max reg2reg                      5.02  pc_ff_instance.next_pc[2]  pc_ff_instance.next_pc[30]
min                              0.48  pc_ff_instance.next_pc[2]   pc_ff_instance.next_pc[2]
-- metal layers --
metal	share of wire, %	vias up	routed length, um
met5	0	-	0
met4	1.4	0	68
met3	5.9	7	289
met2	42	61	2060
met1	51	830	2530
li1	-	873	-
-- kinds of logic after synthesis --
group	after synthesis	synth area share (%)
AND-OR/OR-AND	22	9.30
XOR/XNOR	28	11.3
adder cells (fa/ha/maj)	1	0.578
buffers and inverters	17	4.85
flip-flops	32	37.0
multiplexers	27	13.8
AND/OR/NAND/NOR	79	23.2
-- through the flow --
stage	cells	area [um2]	hold WS, ns
after detailed placement	333	2840	0.478
after global placement	333	2840	0.471
after global routing	341	2930	0.528
after CTS	341	2930	0.488
after floorplan	206	2170	0.443
final	341	2930	0.475
-- where the power goes --
group | total, uW | switching, uW | internal, uW | leakage, uW
combinational | 146 | 56.0 | 90.4 | 0.000781
clock | 144 | 64.7 | 79.0 | 0.0000455
sequential | 225 | 18.5 | 206 | 0.000376
total | 515 | 139 | 376 | 0.00120
-- cell usage in the layout (no fill, tap or decap), types with 5 or more instances in the layout --
cell	netlist	layout
clkbuf_8	0	6
xor2_1	12	12
xnor2_1	16	16
clkdlybuf4s50_1	0	65
nand3_1	18	18
nand4_1	7	7
nor2_1	5	5
mux2_2	23	23
nand3b_1	8	8
dfrtp_1	32	32
nand2_1	19	19
inv_1	6	6
-- final cells by class --
type | count | area [um2]
clock buffers | 8 | 90.1
repair buffers | 68 | 671
fillers | 462 | 2240
flip-flops and latches | 32 | 801
multi-input cells | 157 | 1260
inverters | 6 | 22.5
well taps | 70 | 87.6
No activity file was given, so power comes from the tool's default toggle rates.
